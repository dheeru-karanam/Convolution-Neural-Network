## design/flow/run.sh

```bash
#!/bin/bash
# OpenROAD 26Q1-2900-gdf79404cd8, Yosys 0.63+post, stock flow scripts
make -C /OpenROAD-flow-scripts/flow DESIGN_CONFIG=/design/flow/config.mk WORK_HOME=/design/flow/orfs finish
```

## design/flow/config.mk

```make
export PLATFORM = sky130hd
export DESIGN_NAME = imageBuffer
export DESIGN_NICKNAME = imageBuffer
export VERILOG_FILES = /design/flow/design.v
export SDC_FILE = /design/flow/constraint.sdc
export NUM_CORES = 4
export LEC_CHECK = 1
export CORE_UTILIZATION = 40
```

## design/flow/constraint.sdc

```tcl
current_design imageBuffer

set clk_period 10.1
set clk_io_pct 0.2

create_clock -name clk0 -period $clk_period [get_ports {i_clk}]

set non_clock_inputs [all_inputs -no_clocks]
set_input_delay [expr $clk_period * $clk_io_pct] -clock clk0 $non_clock_inputs
set_output_delay [expr $clk_period * $clk_io_pct] -clock clk0 [all_outputs]
```

## design/flow/design.v

```verilog
`timescale 1ns / 1ps
module dataReg #(parameter dataWidth=8)(
input i_clk,
input [dataWidth-1:0] i_data,
input i_data_valid,
output reg [dataWidth-1:0] o_data,
output reg o_data_valid
);
initial
    o_data = 0;
always @(posedge i_clk)
begin
    if(i_data_valid)
        o_data <= i_data;
    o_data_valid <= i_data_valid;
end
endmodule
`timescale 1ns / 1ps
module imageBuffer #(parameter dataWidth=1,kernelWidth=5,kernelHeight=5,imageWidth=256)(
input        i_clk,
input  [dataWidth-1:0] i_pixel_data,
input        i_pixel_data_valid,
output [kernelWidth*kernelHeight*dataWidth-1:0] o_data,
output       o_data_valid
);
integer counter=0;
integer outDataCounter=0;
reg data_valid_int;
always @(posedge i_clk)
begin
    if(i_pixel_data_valid & !data_valid_int)
        counter <= counter+1;
    else if(!i_pixel_data_valid & data_valid_int)
        counter <= counter-1;
    if(counter >= (((kernelHeight+1)/2)*imageWidth+(kernelWidth+1)/2))
        data_valid_int <= 1'b1;
    else
        data_valid_int <= 1'b0;
end
always @(posedge i_clk)
begin
    if(outDataCounter==imageWidth-1 & data_valid_int)
        outDataCounter <= 0;
    else if(data_valid_int)
        outDataCounter <= outDataCounter+1;
end
assign o_data_valid = data_valid_int & (outDataCounter<imageWidth-kernelWidth+1);
wire [dataWidth-1:0] w_data_reg_out [kernelWidth*kernelHeight-1:0];
wire [kernelWidth*kernelHeight-1:0] w_data_reg_out_valid;
wire [dataWidth-1:0] line_buff_out [kernelHeight-2:0];
wire [kernelHeight-2:0] line_buff_out_valid;
generate
genvar i,j,k;
    for(i=kernelHeight-1;i>=0;i=i-1)
    begin:l1
        for(j=kernelWidth-1;j>=0;j=j-1)
        begin:l2
            for(k=0;k<dataWidth;k=k+1)
            begin:l3
                assign o_data[(kernelHeight-1-i)*kernelWidth*dataWidth+(kernelWidth-1-j)*dataWidth+k] = w_data_reg_out[i*kernelWidth+j][k];
            end
        end
    end
endgenerate
generate
    for(i=0;i<kernelHeight;i=i+1)
    begin:oloop
        for(j=0;j<kernelWidth;j=j+1)
        begin:iloop
            if(i==0&j==0)  
            begin
                dataReg #(.dataWidth(dataWidth))dR0(
                    .i_clk(i_clk),
                    .i_data(i_pixel_data),  
                    .i_data_valid(i_pixel_data_valid),
                    .o_data(w_data_reg_out[i*kernelWidth+j]),
                    .o_data_valid(w_data_reg_out_valid[i*kernelWidth+j])
                );
            end
            else if(j==0)  
            begin
                dataReg #(.dataWidth(dataWidth))dR1(
                    .i_clk(i_clk),
                    .i_data(line_buff_out[i-1]),  
                    .i_data_valid(i_pixel_data_valid),
                    .o_data(w_data_reg_out[i*kernelWidth+j]),
                    .o_data_valid(w_data_reg_out_valid[i*kernelWidth+j])
                );
            end
            else 
            begin
                dataReg #(.dataWidth(dataWidth))dR2(
                    .i_clk(i_clk),
                    .i_data(w_data_reg_out[i*kernelWidth+j-1]),  
                    .i_data_valid(i_pixel_data_valid),
                    .o_data(w_data_reg_out[i*kernelWidth+j]),
                    .o_data_valid(w_data_reg_out_valid[i*kernelWidth+j])
                );
            end
        end
    end
endgenerate
generate
    for(i=0;i<kernelHeight-1;i=i+1)
    begin:loop
        if(i==0)
        begin
            lineBuffer #(.dataWidth(dataWidth),.imageWidth(imageWidth-kernelWidth))lB0(
                .i_clk(i_clk),
                .i_data(w_data_reg_out[kernelWidth-1]),
                .i_data_valid(i_pixel_data_valid),
                .o_data(line_buff_out[i]),
                .o_data_valid(line_buff_out_valid[i])
            );
        end
        else
        begin
            lineBuffer #(.dataWidth(dataWidth),.imageWidth(imageWidth-kernelWidth))lB(
                .i_clk(i_clk),
                .i_data(w_data_reg_out[(i+1)*kernelWidth-1]),
                .i_data_valid(i_pixel_data_valid),
                .o_data(line_buff_out[i]),
                .o_data_valid(line_buff_out_valid[i])
            );        
        end
    end
endgenerate
endmodule
`timescale 1ns / 1ps
module lineBuffer #(parameter dataWidth=8, imageWidth=512)(
input   i_clk,
input   [dataWidth-1:0] i_data,
input   i_data_valid,
output  [dataWidth-1:0] o_data,
output  o_data_valid
);
wire [dataWidth-1:0] w_data_out [imageWidth-1:0];
wire [imageWidth-1:0] w_data_valid;
assign o_data = w_data_out[imageWidth-1];
assign o_data_valid = w_data_valid[imageWidth-1];
generate
    genvar i;
    for(i=0;i<imageWidth;i=i+1)
    begin:loop
        if(i==0)
            dataReg #(.dataWidth(dataWidth))DR0(
                .i_clk(i_clk),
                .i_data(i_data),
                .i_data_valid(i_data_valid),
                .o_data(w_data_out[i]),
                .o_data_valid(w_data_valid[i])
            );
         else
            dataReg #(.dataWidth(dataWidth))DR(
                .i_clk(i_clk),
                .i_data(w_data_out[i-1]),
                .i_data_valid(i_data_valid),
                .o_data(w_data_out[i]),
                .o_data_valid(w_data_valid[i])
            );
    end
endgenerate
endmodule
```

==> summary.txt <==
run metrics: asr flop ratio synth 0, die area 89,100 sq um, gr usage total 0.0996, final wirelength roughly 40,000 um, Critical Path End Type flop, Worst Slack Setup Final 4.19 ns, reg2reg start data_valid_int, CP Max Fanout 86, final setup vio count 0, setup bufs post-CTS 0, Area Overhead vs Synth 14.0%, number of diodes 0, met3 WL a little under 5000 um, Clock Sinks 1,094, YS chip area 35,100 sq um, Clock Path Buffers 3, Worst EP arrival 6.18 ns, post-route clock period utilization 0.585, worst slack, placed between 3 and 4 ns, CP required 10.37 ns, Crit Path Class input port to flop, Cell Area, Synth 35,100 sq um, CTS resizes 0, largest net degree at the start of global routing 157, DR vias 13,078, endpoints failing hold 0, min-delay worst type flop to flop, Crit. Startpoint i_pixel_data_valid, number of routed nets with antenna violations 0, Worst Tran Pin Value about 0.84 ns, # DRC 0, first drt pass iteration count 4, clock skew ~0.027 ns, Final min period 5.91 ns, Placer Congestion about 0.86, clock root cell clkbuf_16, Clock Latency Late Sink ~0.66 ns, Vias per Instance about 4.6, CP startpoint kind input port, Row Count between 100 and 150, share of cells above drive strength 1 0.107, yosys warns 3, fp util 0.405, Post-synth EDFFs 1,061, Die Span Y 298 um, status finished clean, CTS H-tree depth 3, Iter 0 DRT Violations 768, core area 86,900 sq um, gr ovfl total 0, Port Buffers 28, vias in the first global route 13,279, initial antenna violation count 0, fmax 169 MHz, die width a little under 300 um, WL per Instance 14.0 um, Rel. slew slack 0.443, Slew Viols, Final 0, Lkg Pwr 13.4 nW, CTS tree done, ys cells approximately 1,500, final setup TNS 0 ns, Worst VDD drop 0.170 mV, Power Density about 260 nW/um^2, met2 routed WL ~15,000 um, Syn Inst Count about 1,500, Post-CTS Hold Fix Bufs 0, Reg2Reg Setup Slack 6.52 ns, Synthesized registers 1,094, CTS Buf Count about 100, Commonest flop edfxtp_1, Worst R2R End counter[27], tool warnings 32, Max Used Layer met4, total of max-cap violations 0, CP Capture Point loop[2].genblk1.lB.loop[32].genblk1.DR.o_data, M1 WL 18,200 um, Top Ports 29, Syn Area/Cell 23.8 sq um, hold slack 0.398 ns, RSZ-0062 raised after global routing no, Synth Seq Share 0.925, r2r worst-path depth 12, HPWL after DPL about 18,000 um, Netlist cell types approximately 60, first-pass GRT wire length 66,300 um, Worst-path clk slew about 0.060 ns
-- cell usage after synthesis (all sizes together), types with 2 or more instances --
cell type / instances / area (sq um)
a2111oi: 2 / 23.8
a211oi: 6 / 62.6
a21o: 9 / 67.6
a21oi: 29 / 168
a31o: 2 / 17.5
a31oi: 7 / 50.1
and2: 2 / 12.5
and3: 5 / 31.3
and4: 2 / 17.5
buf: 27 / 198
clkbuf: 3 / 11.3
dfxtp: 33 / 661
edfxtp: 1061 / 31900
ha: 34 / 425
inv: 9 / 33.8
mux2i: 2 / 20.0
nand2: 42 / 158
nand2b: 3 / 18.8
nand3: 14 / 70.1
nand4: 16 / 100
nor2: 40 / 153
nor2b: 4 / 25.0
nor3: 5 / 25.0
nor4: 17 / 113
o21a: 3 / 22.5
o21ai: 18 / 90.1
o21bai: 2 / 18.8
o311ai: 3 / 33.8
or3: 4 / 30.0
xnor2: 37 / 324
xor2: 21 / 184
-- worst min-delay path by stage --
| stage | slack, ns | cells after the start | end | start |
|---|---|---|---|---|
| 4_1_cts | 0.40 | 0 | loop[0].genblk1.lB0.loop[140].genblk1.DR.o_data | loop[0].genblk1.lB0.loop[139].genblk1.DR.o_data |
| 6_report | 0.40 | 0 | loop[3].genblk1.lB.loop[60].genblk1.DR.o_data | loop[3].genblk1.lB.loop[59].genblk1.DR.o_data |
| 5_1_grt | 0.40 | 0 | loop[0].genblk1.lB0.loop[147].genblk1.DR.o_data | loop[0].genblk1.lB0.loop[146].genblk1.DR.o_data |
-- cell usage in the layout, fill, tap and decap left out, types with 12 or more instances in the layout --
cell type / n
clkbuf_1: 22
nand4_1: 16
nor4_1: 16
clkinv_1: 21
ha_1: 34
clkdlybuf4s50_1: 27
xor2_1: 21
a21oi_1: 25
clkbuf_16: 105
nand2_1: 42
nor2_1: 39
buf_4: 12
clkinv_2: 20
nand3_1: 14
dfxtp_1: 33
xnor2_1: 37
edfxtp_1: 1061
-- registers in the layout (all words and copies together), names as in the netlist --
name	flops
loop.genblk1.lB.loop.genblk1.DR.o_data	750
loop.genblk1.lB0.loop.genblk1.DR.o_data	250
counter	32
outDataCounter	32
oloop.iloop.genblk1.genblk1.dR2.o_data	20
oloop.iloop.genblk1.genblk1.dR1.o_data	4
loop.genblk1.lB.loop.genblk1.DR0.o_data	3
data_valid_int	1
loop.genblk1.lB0.loop.genblk1.DR0.o_data	1
oloop.iloop.genblk1.dR0.o_data	1
-- per-stage QoR --
step | power (mW) | area [sq um] | util | instances
after floorplan | 6.45 | 35200 | - | 1475
after global placement | 6.75 | 36800 | 0.424 | 2642
after detailed placement | 6.76 | 36800 | 0.424 | 2642
after CTS | 10.5 | 40100 | 0.461 | 2833
after global routing | 10.9 | 40100 | 0.461 | 2833
final | 10.4 | 40100 | 0.461 | 2833
-- final cells by class --
| type | count | area (sq um) |
|---|---|---|
| clock buffer | 128 | 2720 |
| clock inverter | 63 | 551 |
| fill | 6957 | 46800 |
| inverter | 9 | 33.8 |
| multi-input combinational | 342 | 2390 |
| sequential | 1094 | 32500 |
| tap | 1155 | 1450 |
| timing repair buffer | 42 | 415 |
-- critical path: stages --
cell and delay (ns):
buf_8 0.43, buf_4 0.59, buf_4 0.73, buf_4 0.74, buf_4 0.78, buf_4 0.72
-- power breakdown --
| part | switching (mW) | internal (mW) | total, mW |
|---|---|---|---|
| Combinational | 0.687 | 0.442 | 1.13 |
| Clock | 1.57 | 2.10 | 3.67 |
| Sequential | 0.131 | 5.43 | 5.56 |
-- per-layer routing --
metal  up-vias  track usage
li1       6106            -
met1      6408        0.167
met2       475        0.115
met3        89       0.0669
met4         0       0.0298
met5         -            0
-- cell families after synthesis --
family,count (synthesis),synth area share
flops,1094,0.925
simple gates,158,0.0223
compound gates,89,0.0179
xor+xnor,58,0.0145
buf+inv,39,0.00691
fa+ha+maj,35,0.0127
mux,2,0.000570
Power figures rest on the tool's default switching activity, not on a simulated workload.
