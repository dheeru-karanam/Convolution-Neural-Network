[run.sh]
#!/bin/bash
# OpenROAD 26Q1-2900-gdf79404cd8, Yosys 0.63+post, stock flow scripts
make -C /OpenROAD-flow-scripts/flow DESIGN_CONFIG=/design/flow/config.mk WORK_HOME=/design/flow/orfs finish
[config.mk]
export PLATFORM = sky130hd
export DESIGN_NAME = Conv_ReLu_MaxPool
export DESIGN_NICKNAME = Conv_ReLu_MaxPool
export VERILOG_FILES = /design/flow/design.v
export SDC_FILE = /design/flow/constraint.sdc
export NUM_CORES = 4
export LEC_CHECK = 1
export CORE_UTILIZATION = 30
[constraint.sdc]
current_design Conv_ReLu_MaxPool

set clk_period 41.7
set clk_io_pct 0.2

create_clock -name clk0 -period $clk_period [get_ports {clk}]

set non_clock_inputs [all_inputs -no_clocks]
set_input_delay [expr $clk_period * $clk_io_pct] -clock clk0 $non_clock_inputs
set_output_delay [expr $clk_period * $clk_io_pct] -clock clk0 [all_outputs]
[design.v]
`timescale 1ns / 1ps
module Conv_ReLu_MaxPool #(parameter ConvKernel=1)
                           (input[71:0] inputData,
                           input inputValid,
                           input clk,
                           output[15:0] MP_Out,
                           output MPOut_valid
    );
    wire out_data_valid;
    wire[71:0] out_data;
    wire data_conv_valid;
    wire[23:0] conv_data;
    wire relu_data_valid_Out;
    wire[15:0]relu_out;
    wire[63:0] Out;
    wire Out_valid;
    Convolution #(.ConvData(ConvKernel))conv (
    .i_clk(clk),
    .i_data_valid(inputValid),
    .i_data(inputData),
    .o_data_valid(data_conv_valid),
    .o_data(conv_data)
        );
    ReLu  #(.dataWidth(12),.weightIntWidth(0)) ReLu 
        (.clk(clk), 
        .ReLu_Input(conv_data),
        .relu_data_valid_In(data_conv_valid),
        .relu_data_valid_Out(relu_data_valid_Out),
        .out(relu_out));
     imageBuffer2 #(.dataWidth(16),.kernelWidth(2),.kernelHeight(2),.imageWidth(26)) IB2 (
               . i_clk(clk),
               .i_pixel_data(relu_out),
               .i_pixel_data_valid(relu_data_valid_Out),
               .o_data(Out), 
               .o_data_valid(Out_valid) 
             );
      maxPooler MP(
                 .i_clk(clk),
                 .i_data_MP(Out),
                 .i_data_valid_MP(Out_valid),
                 .out_data_MP(MP_Out),
                 .out_data_valid(MPOut_valid)
                 );
endmodule
`timescale 1ns / 1ps
module Convolution #(parameter ConvData=1)(
input i_clk,
input i_data_valid,
input [71:0]i_data,
output reg o_data_valid,
output reg [23:0]o_data
    );
  integer i;
  reg [15:0] coeff[26:0];reg [23:0]bias[2:0];
  reg [23:0] sum,mul;reg [23:0] BiasAdd,x;
  initial 
  begin
  coeff[0]=16'b1001011101000;	coeff[1]=16'b1010001110000;	coeff[2]=16'b111011010110;
  coeff[3]=16'b1100100101010;    coeff[4]=16'b11111100;    coeff[5]=16'b1001001111111;
  coeff[6]=16'b1100011011100;    coeff[7]=16'b110010000000;    coeff[8]=16'b1010010110010;
  coeff[9]=16'b1110111110101011;    coeff[10]=16'b11100110000;    coeff[11]=16'b1111011100111111;
  coeff[12]=16'b10101010010;    coeff[13]=16'b1100100101011;    coeff[14]=16'b101100111100;
  coeff[15]=16'b100001010000;    coeff[16]=16'b111101000111;    coeff[17]=16'b110011011000;
  coeff[18]=16'b1000100101000;    coeff[19]=16'b10110111;    coeff[20]=16'b1101011111000110;
  coeff[21]=16'b1001001010110;    coeff[22]=16'b101110100001;    coeff[23]=16'b1101101111101010;
  coeff[24]=16'b111001110000;    coeff[25]=16'b1001111001100;    coeff[26]=16'b1101111001111011;
  bias[0]=24'b1011000100;        
  bias[1]=24'b111111111011001001000010;        
  bias[2]=24'b101000010000101;        
  end
always@(posedge i_clk)
o_data_valid <= i_data_valid;
always@(posedge i_clk)
begin
 sum = 0;x=0;
    for(i=9*(ConvData-1);i<(9*ConvData);i=i+1)
    begin
        mul = $signed(i_data[(i-(9*(ConvData-1)))*8+:8])*$signed(coeff[i]);
        x=$signed(x)+$signed(mul);             
                 if(!sum[23] &!mul[23] & x[23])  
              begin
                  x[23] <= 1'b0;
                  x[22:0] <= {23{1'b1}};
              end
          else if(mul[23] & sum[23] &  !x[23])  
              begin
                  x[23] <= 1'b1;
                  x[22:0] <= {23{1'b0}};
              end
          else
                  x <= x;
    end
    sum =  $signed(x);
    BiasAdd <= $signed(sum) + $signed(bias[ConvData-1]); 
         if(!bias[ConvData-1][23] &!sum[23] & BiasAdd[23])  
               begin
                   o_data[23] <= 1'b0;
                   o_data[22:0] <= {23{1'b1}};
               end
           else if(bias[ConvData-1][23] & sum[23] &  !BiasAdd[23])  
               begin
                   o_data[23] <= 1'b1;
                   o_data[22:0] <= {23{1'b0}};
               end
           else
                   o_data <= BiasAdd;
 end 
endmodule
`timescale 1ns / 1ps
module ReLu  #(parameter dataWidth=16,weightIntWidth=4) (
    input           clk,
    input   [2*dataWidth-1:0]   ReLu_Input,
    input relu_data_valid_In,
    output reg relu_data_valid_Out,
    output  reg [dataWidth+3:0]  out
);
always @(posedge clk)
begin
    relu_data_valid_Out <= relu_data_valid_In;
    if($signed(ReLu_Input) >= 0)
    begin
        if(|ReLu_Input[2*dataWidth-1-:weightIntWidth+1])  
            out <= {1'b0,{(dataWidth+3){1'b1}}};  
        else
            out <= ReLu_Input[2*dataWidth-2-weightIntWidth-:dataWidth+4];
    end
    else 
        out <= 0;      
end
endmodule
`timescale 1ns / 1ps
module dataReg #(parameter dataWidth=8)(
input i_clk,
input [dataWidth-1:0] i_data,
input i_data_valid,
output reg [dataWidth-1:0] o_data,
output reg o_data_valid
);
initial
    o_data = 0;
always @(posedge i_clk)
begin
    if(i_data_valid)
        o_data <= i_data;
    o_data_valid <= i_data_valid;
end
endmodule
`timescale 1ns / 1ps
module imageBuffer2 #(parameter dataWidth=1,kernelWidth=2,kernelHeight=2,imageWidth=256)(
input        i_clk,
input  [dataWidth-1:0] i_pixel_data,
input        i_pixel_data_valid,
output [kernelWidth*kernelHeight*dataWidth-1:0] o_data,
output  reg  o_data_valid
);
integer counter=0;
always @(posedge i_clk)
begin
    if(i_pixel_data_valid & !o_data_valid)
        counter <= counter+1;
    else if(!i_pixel_data_valid & o_data_valid)
        counter <= counter-1;
    if(counter == (((kernelHeight)/2)*imageWidth+((kernelWidth)/2)) & i_pixel_data_valid)
        o_data_valid <= 1'b1;
    else if(counter > (((kernelHeight)/2)*imageWidth+(kernelWidth)/2))
        o_data_valid <= 1'b1;
    else
        o_data_valid <= 1'b0;
end
wire [dataWidth-1:0] w_data_reg_out [kernelWidth*kernelHeight-1:0];
wire [kernelWidth*kernelHeight-1:0] w_data_reg_out_valid;
wire [dataWidth-1:0] line_buff_out [kernelHeight-2:0];
wire [kernelHeight-2:0] line_buff_out_valid;
generate
genvar i,j,k;
    for(i=kernelHeight-1;i>=0;i=i-1)
    begin:l1
        for(j=kernelWidth-1;j>=0;j=j-1)
        begin:l2
            for(k=0;k<dataWidth;k=k+1)
            begin:l3
                assign o_data[(kernelHeight-1-i)*kernelWidth*dataWidth+(kernelWidth-1-j)*dataWidth+k] = w_data_reg_out[i*kernelWidth+j][k];
            end
        end
    end
endgenerate
generate
    for(i=0;i<kernelHeight;i=i+1)
    begin:oloop
        for(j=0;j<kernelWidth;j=j+1)
        begin:iloop
            if(i==0&j==0)  
            begin
                dataReg #(.dataWidth(dataWidth))dR0(
                    .i_clk(i_clk),
                    .i_data(i_pixel_data),  
                    .i_data_valid(i_pixel_data_valid),
                    .o_data(w_data_reg_out[i*kernelWidth+j]),
                    .o_data_valid(w_data_reg_out_valid[i*kernelWidth+j])
                );
            end
            else if(j==0)  
            begin
                dataReg #(.dataWidth(dataWidth))dR1(
                    .i_clk(i_clk),
                    .i_data(line_buff_out[i-1]),  
                    .i_data_valid(i_pixel_data_valid),
                    .o_data(w_data_reg_out[i*kernelWidth+j]),
                    .o_data_valid(w_data_reg_out_valid[i*kernelWidth+j])
                );
            end
            else 
            begin
                dataReg #(.dataWidth(dataWidth))dR2(
                    .i_clk(i_clk),
                    .i_data(w_data_reg_out[i*kernelWidth+j-1]),  
                    .i_data_valid(i_pixel_data_valid),
                    .o_data(w_data_reg_out[i*kernelWidth+j]),
                    .o_data_valid(w_data_reg_out_valid[i*kernelWidth+j])
                );
            end
        end
    end
endgenerate
generate
    for(i=0;i<kernelHeight-1;i=i+1)
    begin:loop
        if(i==0)
        begin
            lineBuffer #(.dataWidth(dataWidth),.imageWidth(imageWidth))lB0(
                .i_clk(i_clk),
                .i_data(i_pixel_data),
                .i_data_valid(i_pixel_data_valid),
                .o_data(line_buff_out[i]),
                .o_data_valid(line_buff_out_valid[i])
            );
        end
        else
        begin
            lineBuffer #(.dataWidth(dataWidth),.imageWidth(imageWidth))lB(
                .i_clk(i_clk),
                .i_data(line_buff_out[i-1]),
                .i_data_valid(i_pixel_data_valid),
                .o_data(line_buff_out[i]),
                .o_data_valid(line_buff_out_valid[i])
            );        
        end
    end
endgenerate
endmodule
`timescale 1ns / 1ps
module lineBuffer #(parameter dataWidth=8, imageWidth=512)(
input   i_clk,
input   [dataWidth-1:0] i_data,
input   i_data_valid,
output  [dataWidth-1:0] o_data,
output  o_data_valid
);
wire [dataWidth-1:0] w_data_out [imageWidth-1:0];
wire [imageWidth-1:0] w_data_valid;
assign o_data = w_data_out[imageWidth-1];
assign o_data_valid = w_data_valid[imageWidth-1];
generate
    genvar i;
    for(i=0;i<imageWidth;i=i+1)
    begin:loop
        if(i==0)
            dataReg #(.dataWidth(dataWidth))DR0(
                .i_clk(i_clk),
                .i_data(i_data),
                .i_data_valid(i_data_valid),
                .o_data(w_data_out[i]),
                .o_data_valid(w_data_valid[i])
            );
         else
            dataReg #(.dataWidth(dataWidth))DR(
                .i_clk(i_clk),
                .i_data(w_data_out[i-1]),
                .i_data_valid(i_data_valid),
                .o_data(w_data_out[i]),
                .o_data_valid(w_data_valid[i])
            );
    end
endgenerate
endmodule
`timescale 1ns / 1ps
module maxpoolLogic #(parameter imageWidth=256)(
input   i_clk,
input   i_reset_n,
input   i_data_valid,
output o_data_valid
    );
 reg count;
 integer pixelCounter=0;
 reg validInt=1;
 initial count = 1'b0;
 assign o_data_valid = (i_data_valid && (pixelCounter<26) && count);
 always @(posedge i_clk)
 begin
    if(i_data_valid && pixelCounter == (2*imageWidth-1))
        pixelCounter <= 0;
    else if(i_data_valid) begin
        pixelCounter <= pixelCounter + 1;
    end
    if(i_data_valid)
        count = ~count;
 end
 endmodule
`timescale 1ns / 1ps
module maxPooler(
    input   i_clk,
    input[63:0] i_data_MP,
    input i_data_valid_MP,
    output reg [15:0] out_data_MP,
    output out_data_valid
    );
    integer i;
    reg [15:0] largest;
    initial begin
        largest = 16'b0;
    end
    always @(posedge i_clk) begin
        if(i_data_valid_MP)begin
            largest = i_data_MP[15:0];
            for(i=0;i<4;i=i+1)
            begin
                if(i_data_MP[16*i +: 16] > largest)
                    largest = i_data_MP[i*16+:16];
            end
            out_data_MP = largest;
        end
    end
 maxpoolLogic  #(.imageWidth(26)) MDL(
    .i_clk(i_clk),
    .i_reset_n(),
    .i_data_valid(i_data_valid_MP),
    .o_data_valid(out_data_valid)
 );
endmodule
==> results.ini <==
[final_timing]
fin_setup_tns_ns=0
period_needed_ns=16.81
slew_viol_final=0
rsz0062_at_grt=no
finalCritPeriodShare_pct=40.3
hold_viol=0
worst_pin_slew_ns=0.873
setup_viol=0
relSlewSlack_pct=41.0
clock_skew_ns=0.0265
fmax_ghz=0.0595

[logic_synthesis]
ys.flops=582
yosys_cells=2836
top_area_cell=edfxtp_1
synth_top_area_share_pct=39.6
yosysUniqueCellTypes=71
yosys_warnings=7
synth_async_sr_flop_share_pct=0
avgSynthCellArea_um2=13.3
synth.most_common_cell=inv_1
synth-area-yosys_mm2=0.0376
synth-edff-count=497
area_leaders=edfxtp_1 40%, fa_1 22%, ha_1 14%
netlist_instances=2836
ff_type=edfxtp_1
ys_seq_share_pct=44.2
top_cells_by_count=750 x inv_1, 497 x edfxtp_1, 434 x ha_1, 422 x fa_1, 85 x dfxtp_1
netlist_area_mm2=0.0376

[global_routing]
grt_overflow=0
grt_antenna_before_repair=0
grt_max_degree=64
gr-usage-all-layers_pct=12.0
grt_pass1_wl_um=110000
grt_pass1_vias=20400

[clocking]
post_cts_buffers=0
clock-sinks=582
clk_pin_slew_ns=0.06
insertion_delay_ns=0.61
cts_htree_levels=2
cts_buffers=58
clockBufferDepth=3
cts_resized=0
root_buffer=clkbuf_16
ctsHoldBuffers=0
cts_tree=done

[placed_design]
portBuffers=90
dpl_cell_area_mm2=0.0407
dpl.cell_count=4565
post-dp-hpwl_um=56500
place_congestion=0.937

[job]
maxCapViolCount=0
warnings=78

[cells_and_area]
fin_cells=4673
syn2layout_area_growth_pct=13.0
finalCoreUtilization_pct=34.3
drive_above_1_share_pct=5.07
design_area_mm2=0.0425
fill_cells=11900

[worst_hold_path]
min_path_type=flip-flop to flip-flop
worstHoldPathCells=0
holdPathEnd=ReLu.relu_data_valid_Out
hold_start=conv.o_data_valid

[floorplan]
die_w_um=356
chipArea_mm2=0.127
dieHeight_um=356
ios=91
floorplanUtilization_pct=30.3
rows=129
core_area_mm2=0.124

[drt]
met3WireLength_um=5490
first_iter_violations=857
final_antenna_net_count=0
post_drt_wl_per_cell_um=14.8
vias_per_cell=4.14
dr.pass1.iters=21
num_vias=19400
drt_wl_total_um=69100
route.met2.wl_um=33100
n_antenna_cell=0
drc=0
highest_layer=met5
wl_met1_um=29200

[outcome]
status=completed

[critical_path]
r2r-end=MP.out_data_MP[6]
r2r_slack_ns=34.65
cp.required_ns=42.24
start_kind=primary input
path_common_cell=fa_1
crit_slowest_cell=fa_1
max_stage_delay_ns=0.73
cp_max_fo=5
arrival_ns=17.36
worst-setup-path-type=primary input to flip-flop
r2r_cells=28
end_kind=flip-flop

[through the flow]
step	setup slack (ns)	hold slack, ns
global placement	24.21	0.323
CTS	24.90	0.333
floorplan	25.30	0.310
detailed placement	24.23	0.314
global route	24.46	0.349
finish	24.89	0.328
[layout by cell type (no fill, tap or decap), types with 19 or more instances in the layout]
cell and n:
clkdlybuf4s50_1 90, dfxtp_1 84, nand2_1 55, nand4_1 21
nor2b_1 26, edfxtp_1 497, nor2_1 59, mux2i_1 33
ha_1 434, mux2_2 19, nand3_1 29, a21oi_1 51
xnor2_1 65, xor2_1 31, inv_1 750, o21ai_0 29
a21o_1 30, clkbuf_16 61, fa_1 422, nand2b_1 23
[critical path: cells and delay by family]
| kind | cells | cell delay [ns] |
|---|---|---|
| AND-OR/OR-AND | 4 | 0.96 |
| XOR/XNOR | 2 | 0.40 |
| adder cells (fa/ha/maj) | 11 | 5.65 |
| buffers and inverters | 9 | 1.06 |
| AND/OR/NAND/NOR | 3 | 0.94 |
[area by class of cell]
class,instances,area (µm²),share of cell area (%)
Timing Repair Buffer,108,1040,2.44
Clock inverter,29,243,0.571
Sequential cell,582,16600,39.1
Tap cell,1637,2050,4.81
Inverter,750,2820,6.62
Clock buffer,79,1640,3.86
Multi-Input combinational cell,1488,18100,42.6
[metal layers]
layer	track usage (%)	vias to the layer above
met5	0.481	-
met4	1.65	2
met3	4.38	72
met2	19.2	408
met1	16.4	9365
li1	-	9520
[registers in the layout, indices dropped and copies added, names as in the netlist]
signal                                        count
IB2.loop.genblk1.lB0.loop.genblk1.DR.o_data     400
MP.MDL.count                                      1
ReLu.relu_data_valid_Out                          1
conv.BiasAdd                                     17
IB2.o_data_valid                                  1
conv.o_data                                      17
MP.out_data_MP                                   16
ReLu.out                                         16
MP.MDL.pixelCounter                              32
IB2.oloop.iloop.genblk1.genblk1.dR2.o_data       16
IB2.oloop.iloop.genblk1.genblk1.dR1.o_data       16
IB2.loop.genblk1.lB0.loop.genblk1.DR0.o_data     16
conv.o_data_valid                                 1
IB2.counter                                      32
[logic make-up after synthesis]
group | synth area share (%)
adder cells (fa/ha/maj) | 36.9
buffers and inverters | 7.69
flip-flops | 44.2
AND/OR/NAND/NOR | 4.07
AND-OR/OR-AND | 3.49
XOR/XNOR | 2.28
multiplexers | 1.45
[how the worst max path moves through the flow]
stage | slack, ns | startpoint | endpoint | depth (start not counted)
finish | 24.89 | inputData[34] | conv.BiasAdd[23] | 29
CTS | 24.90 | inputData[34] | conv.BiasAdd[23] | 29
global route | 24.46 | inputData[34] | conv.BiasAdd[23] | 29
